## flow/run.sh

```bash
#!/bin/bash
# OpenROAD 26Q1-2900-gdf79404cd8, Yosys 0.63+post, stock flow scripts
make -C /OpenROAD-flow-scripts/flow DESIGN_CONFIG=/design/flow/config.mk WORK_HOME=/design/flow/orfs finish
```

## flow/config.mk

```make
export PLATFORM = sky130hd
export DESIGN_NAME = subtractor
export DESIGN_NICKNAME = subtractor
export VERILOG_FILES = /design/flow/design.v
export SDC_FILE = /design/flow/constraint.sdc
export NUM_CORES = 4
export LEC_CHECK = 1
export CORE_UTILIZATION = 30
```

## flow/constraint.sdc

```tcl
current_design subtractor

set clk_period 12.8
set clk_io_pct 0.2

create_clock -name clk0 -period $clk_period

set non_clock_inputs [all_inputs -no_clocks]
set_input_delay [expr $clk_period * $clk_io_pct] -clock clk0 $non_clock_inputs
set_output_delay [expr $clk_period * $clk_io_pct] -clock clk0 [all_outputs]
```

## flow/design.v

```verilog
module half_adder(a, b, S, cout);
input a;
input b;
output S;
output cout;
wire a;
wire b;
wire S;
wire cout;
assign cout = a & b;
assign S = (a & !b) | (!a & b);
endmodule
module full_adder(a, b, cin, S, cout);
input a;
input b;
input cin;
output S;
output cout;
wire a;
wire b;
wire cin;
wire S;
wire cout;
wire s1;
wire c1;
half_adder u0(
    .a(a),
    .b(b),
    .S(s1),
    .cout(c1)
);
assign S = (s1 & !cin) | (!s1 & cin);
assign cout = c1 | (cin & a) | (cin & b);
endmodule
module rca_Nbit #(parameter N = 32) (a, b, cin, S, cout);
input [N-1:0] a, b;
input cin;
output [N-1:0] S;
output cout;
wire [N-1:0]a;
wire [N-1:0]b;
wire [N-1:0]S;
wire cout;
wire cin;
wire [N-1:0] cars;
full_adder init(.a(a[0]), .b(b[0]),.cin(cin), .S(S[0]), .cout(cars[0]));
generate
    genvar i;
    for (i = 1; i < N; i = i + 1) begin
        full_adder addi (.a(a[i]), .b(b[i]), .cin(cars[i-1]), .S(S[i]), .cout(cars[i]));
    end
endgenerate
assign cout = cars[N - 1];
endmodule
module subtractor #(parameter N = 32) (a, b, S);
input [N-1:0] a, b;
output [N-1:0] S;
wire [N-1:0] a;
wire [N-1:0] b;
wire [N-1:0] S;
wire [N-1:0] b_inv;
assign b_inv = ~b;
wire temp;
wire one = 1;
rca_Nbit #(.N(N)) sub(.a(a), .b(b_inv), .cin(one), .S(S), .cout(temp));
endmodule
```

==> ci_impl_report.md <==
## Implementation flow summary

| Metric | Value |
|---|---|
| Status | finished with violations |
| Failing checks | setup timing |
| Min-Delay Startpoint | b[0] |
| Most frequent cells in the layout | 80 x clkdlybuf4s50_1, 55 x inv_1, 30 x fa_2 |
| Mapped Cells | 126 |
| Slew HR | 92.86% |
| CP dominant cell by count | fa_2 |
| Maxcap violations | 0 |
| Routability Congestion | 0.7427 |
| DIE HEIGHT | 62.82 um |
| Layout fillers | 297 |
| Area added between synthesis and finish | 73.84% |
| Power Dens Cells | 42.97 mW/mm^2 |
| Worst hold path type | in2out |
| IO Count | 96 |
| Final worst setup slack | -3.265 ns |
| Measured slew at the worst slew-check pin | 0.1068 ns |
| HPWL after DPL | 1999 um |
| Routed WL | 2013 um |
| Worst Setup Start Kind | input port |
| Clock buf count | 0 |
| Port bufs | 96 |
| Yosys warnings | 0 |
| Hold path endpoint | S[0] |
| Dominant logic cell type in the layout | clkdlybuf4s50_1 |
| Initial antenna violation count | 0 |
| Yosys Chip Area | 0.001110 mm^2 |
| Largest net degree at the start of global routing | 2 |
| Synth Seq Share | 0% |
| Via-per-instance ratio | 3.597 |
| WHS Path Cells | 4 |
| ANT nets after route | 0 |
| Seq cells | 0 |
| Setup bufs post-CTS | 0 |
| OpenROAD warnings | 35 |
| Logic area | 724.4 um^2 |
| Gr ovfl total | 0 |
| Leak | 0.9266 nW |
| Setup Viol. Count Final | 11 |
| Min cycle time layout | 16.07 ns |
| CP Class | in2out |
| Vias | 849 |
| Chip area | 0.003946 mm^2 |
| CP max FO | 1 |
| Final core utilization | 56.05% |
| Arrival time at the worst endpoint | 13.51 ns |
| Diodes inserted | 0 |
| Placed Area | 0.001988 mm^2 |
| Final Cell Area | 0.001929 mm^2 |
| Final Hold Fails | 0 |
| Global-route wire length before repair | 3491 um |
| Die W | 62.82 um |
| Crit path largest cell delay | 0.53 ns |
| Storage cell area | 0 um^2 |
| WL per Instance | 8.530 um |
| Unrepaired setup endpoints after global routing | true |
| Peak Freq | 62.25 MHz |
| Core area | 0.003442 mm^2 |
| Total track usage | 11.25% |
| Critical path capture point type | output pin |
| 1st-iter DRT viols | 4 |
| Ys cells | 126 |
| VDD IR-drop max | 0.01631 mV |
| CP max-delay cell | fa_2 |
| Row count | 21 |
| Data required, critical path | 10.24 ns |
| Hold_buf cts | 0 |
| Synth unique cells | 5 |
| Fraction of layout cells with a size suffix above 1 | 27.89% |
| Initial Util | 32.24% |
| Mapped Avg Cell Area | 8.808 um^2 |
| Post-Syn Area | 0.001110 mm^2 |
| Final slew viol count | 0 |
| Cycle use final | 125.5% |
| DR DRC count | 0 |
| Pre-Repair DR Iteration Count | 3 |
| Number of global-route vias before repair | 863 |
## per-layer routing
metal / track usage [%] / vias up / share of wire [%]
met1: 14.46 / 356 / 38
met4: 0 / 0 / 0
li1: - / 414 / -
met2: 17.66 / 79 / 39
met5: 0 / - / 0
met3: 6.852 / 0 / 23
## stage by stage
stage	worst slack, ns	hold slack [ns]	TNS (ns)	power (W)	std cells
final	-3.265	5.708	-20.27	0.00008290	236
after global routing	-3.494	5.728	-22.57	0.00009524	236
after CTS	-3.304	5.748	-20.69	0.00008436	236
after detailed placement	-4.184	6.162	-31.19	0.00009145	236
after global placement	-4.159	6.156	-30.85	0.00009050	236
after floorplan	-2.961	5.343	-17.36	0.00005215	126
## cells in the mapped netlist, drive strengths merged
cell type	n	share of area (%)
inv	62	21
buf	32	22
fa	30	54
ha	1	1.1
xor3	1	2.1
## how the worst max path moves through the flow
stage | depth (start not counted) | startpoint | slack, ns | endpoint
after CTS | 35 | a[0] | -3.30 | S[30]
after global routing | 35 | a[0] | -3.49 | S[30]
final | 35 | a[0] | -3.27 | S[30]
## area by class of cell
cell class | count | area share, %
multi-input cells | 32 | 37.55
well taps | 46 | 2.983
repair buffers | 96 | 46.76
inverters | 62 | 12.71
## critical path: cells and delay by family
family	cells	cell delay, ns
adders and majority gates	31	10.67
buffers and inverters	4	0.25
## cells by family (layout without fill, tap and decap cells)
kind of cell / Yosys count / count (layout) / share of synthesized area, %
xor+xnor: 1 / 1 / 2.142
fa+ha+maj: 31 / 31 / 55.24
buf+inv: 94 / 158 / 42.62
## power breakdown
part / switching [W] / leakage [nW] / internal [W]
combinational: 0.0000247 / 0.927 / 0.0000582
clock: 0 / 0 / 0
sequential: 0 / 0 / 0
## repair_timing
action                                  4_1_cts  5_1_grt
pin swaps                                     0        0
endpoints found under the setup margin       14       12
resized                                      52        7
cloned                                        0        0
No activity file was given, so power comes from the tool's default toggle rates.
