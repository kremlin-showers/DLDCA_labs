$ cat design/flow/design.v
module struct_segment(x1, x2, x3, x4, A, B, C, D, E, F, G);
input x1, x2, x3, x4;
output A, B, C, D, E, F, G;
wire A;
wire B;
wire C;
wire D;
wire E;
wire F;
wire G;
assign A = (x1 | ~x2 | x4) & (x1 | x2 | x3 | ~x4);
assign B = (x1 | ~x2 | x3 | ~x4) & (x1 | ~x2 | ~x3 | x4);
assign C = x1 | x2 | ~x3 | x4;
assign D = (~x2 | x3 | x4) & (~x2 | ~x3 | ~x4) & (x2 | x3 | ~x4);
assign E = (x3 & ~x4) | (~x2 & ~x3 & ~x4);
assign F = (~x3 | ~x4) & (~x3 | x2) & (~x4 | x1 | x2);
assign G = (x1 | x2 | x3) & (~x2 | ~x3 | ~x4);
endmodule
$ cat design/flow/constraint.sdc
current_design struct_segment

set clk_period 1.0
set clk_io_pct 0.2

create_clock -name clk0 -period $clk_period

set non_clock_inputs [all_inputs -no_clocks]
set_input_delay [expr $clk_period * $clk_io_pct] -clock clk0 $non_clock_inputs
set_output_delay [expr $clk_period * $clk_io_pct] -clock clk0 [all_outputs]
$ cat design/flow/config.mk
export PLATFORM = sky130hd
export DESIGN_NAME = struct_segment
export DESIGN_NICKNAME = struct_segment
export VERILOG_FILES = /design/flow/design.v
export SDC_FILE = /design/flow/constraint.sdc
export NUM_CORES = 4
export LEC_CHECK = 1
export CORE_AREA = 10 10 70 70
export DIE_AREA = 0 0 80 80
$ cat design/flow/run.sh
#!/bin/bash
# OpenROAD 26Q1-2900-gdf79404cd8, Yosys 0.63+post, stock flow scripts
make -C /OpenROAD-flow-scripts/flow DESIGN_CONFIG=/design/flow/config.mk WORK_HOME=/design/flow/orfs finish
==> impl_metrics.json <==
{
  "regArea_um2": 0,
  "violations": "negative setup slack",
  "fin_total_pwr_uw": 159,
  "drive_gt1_frac": 0.846,
  "drv_slew": 0,
  "min_period_ns": 1.15,
  "stdcell_count": 85,
  "num_rows": 21,
  "setup_viol": 5,
  "yosysChipArea_um2": 133,
  "tool_warnings": 34,
  "ant_nets": 0,
  "routedWlPerCell_um": 9.31,
  "rsz0062_at_grt": "yes",
  "status": "finished, violations left",
  "hp-start": "x4",
  "fp_util": 0.0388,
  "gr-max-usage-layer": "met1",
  "grt_max_degree": 8,
  "chipWidth_um": 80,
  "via_per_inst": 2.66,
  "final_area_um2": 429,
  "ff_count": 0,
  "area_growth_pct": 224,
  "dpl.hpwl_um": 567,
  "fillers": 404,
  "num_vias": 226,
  "worstPathArrival_ns": 0.95,
  "timing.fmax_ghz": 0.872,
  "comb_area_um2": 148,
  "dp_cells": 79,
  "p_leak_nw": 0.173,
  "synthesis.area_um2": 133,
  "io_buffer_count": 11,
  "place_congestion": 0.758,
  "cap_violations": 0,
  "ys_warn_count": 0,
  "start_kind": "input pin",
  "die_y_um": 80,
  "grtUsageMet2": 0.0305,
  "place_area_um2": 332,
  "tightest_slew_ns": 0.155,
  "die_area_um2": 6400,
  "p_per_area_nw_per_um2": 370,
  "syn_area_per_cell_um2": 7.37,
  "hold_class": "in -> out",
  "core_um2": 3420,
  "worstSetupStartpoint": "x1",
  "worstPathRequired_ns": 0.80,
  "antenna_found_initial": 0,
  "endpoint_kind": "output port",
  "grt_pass1_vias": 232,
  "gr-usage-met3": 0.00227,
  "syn_inst": 18,
  "synth_cell_types": 15,
  "ios": 11,
  "hold_buffers": 0,
  "grt_overflow_total": 0,
  "yosys-top-cells-area": "o21bai_1 11%, nor3b_2 9.4%, buf_6 8.5%",
  "vdd_drop_max_v": 0.000149,
  "setup_ws_ns": -0.147,
  "critPathKind": "in -> out",
  "setup_tns_ns": -0.414,
  "post-synth-top-area-fraction": 0.113,
  "num_antenna_cells": 0,
  "finalClockPeriodUsage": 1.15,
  "grt_util_met1": 0.0402,
  "whs_ns": 0.661,
  "largest_area_cell": "o21bai_1",
  "grt_first_pass_wirelength_um": 1200,
  "hold_violations": 0,
  "first_pass_iters": 2,
  "track_usage": 0.0233,
  "ys_seq_frac": 0,
  "crit_fanout": 2,
  "wl_um": 791,
  "drt_iter0_drc": 1,
  "slew_headroom": 0.896,
  "drc": 0,
  "synth_stat.cells": 18,
  "clock_buffer_count": 0
}
where the power goes:
part / total, mW / internal [mW] / switching, mW / leakage [nW]
Clock: 0 / 0 / 0 / 0
Combinational: 0.159 / 0.100 / 0.0584 / 0.173
Sequential: 0 / 0 / 0 / 0
cell usage in the layout (no fill, tap or decap):
| cell | n |
|---|---|
| buf_2 | 6 |
| a2bb2oi_2 | 1 |
| nand3b_1 | 1 |
| a21oi_1 | 1 |
| buf_8 | 2 |
| or4_4 | 1 |
| buf_6 | 10 |
| a21oi_2 | 1 |
| inv_4 | 1 |
| o21bai_1 | 2 |
| nor2b_1 | 1 |
| a31oi_2 | 1 |
| xnor2_2 | 1 |
| buf_4 | 6 |
| xor2_1 | 1 |
| nor3b_2 | 2 |
| nor3_4 | 1 |
repair_timing:
action                     in CTS  in global routing
setup buffers                   5                  1
cloned                          0                  0
resized                        59                  6
setup endpoints to repair       7                  6
pin swaps                      10                  4
logic make-up after synthesis:
group                     synth area share
xor gates and xnor gates             0.132
AOI/OAI and AO/OA                    0.302
and+or+nand+nor                      0.377
buffers and inverters                0.189
cells in the mapped netlist:
library cell,count
nor2b_1,1
xnor2_1,1
a31oi_1,1
xor2_1,1
or4_4,1
a2bb2oi_1,1
nand3b_1,1
nor3b_1,1
inv_2,1
buf_6,1
nor3_1,1
o21bai_1,2
nor3b_2,1
a21oi_1,2
buf_2,2
worst max-delay path, cell delays in order:
cell and delay, ns:
buf_6 0.09, or4_4 0.53, buf_6 0.13
worst paths after layout:
| check | endpoint | slack [ns] | cells after the start |
|---|---|---|---|
| worst max-delay path | C | -0.15 | 3 |
| worst min-delay path | D | 0.66 | 3 |
per-layer routing:
layer  vias up  routed length, um
met5         -                  0
met4         0                  0
met3         0                 20
met2         9                296
met1       110                474
li1        107                  -
layout make-up:
cell class                      count  share of cell area
Inverter                            1              0.0146
Multi-Input combinational cell     14               0.344
Tap cell                           46               0.134
Timing Repair Buffer               24               0.507
through the flow:
| stage | setup WS (ns) | utilization |
|---|---|---|
| final | -0.147 | 0.126 |
| after detailed placement | -0.892 | 0.0971 |
| after floorplan | 0.00359 | - |
| after global placement | -0.870 | 0.0971 |
| after global routing | -0.183 | 0.126 |
| after CTS | -0.161 | 0.115 |
Power and IR drop assume default switching activity.
