==> design.v <==
module CLA_4bit(a, b, cin, sum, cout);
input [3:0] a;
input [3:0] b;
input cin;
wire [3:0] a;
wire [3:0] b;
wire cin;
output [3:0] sum;
output cout;
wire [3:0] sum;
wire cout;
wire P0, P1, P2, P3;
wire G0, G1, G2, G3;
wire C1, C2, C3, C4;
assign P0 = a[0] ^ b[0];
assign P1 = a[1] ^ b[1];
assign P2 = a[2] ^ b[2];
assign P3 = a[3] ^ b[3];
assign G0 = a[0] & b[0];
assign G1 = a[1] & b[1];
assign G2 = a[2] & b[2];
assign G3 = a[3] & b[3];
assign C1 = G0 | (P0 & cin);
assign C2 = G1 | (P1 & G0) | (P1 & P0 & cin);
assign C3 = G2 | (P2 & G1) | (P2 & P1 & G0) | (P2 & P1 & P0 & cin);
assign C4 = G3 | (P3 & G2) | (P3 & P2 & G1) | (P3 & P2 & P1 & G0) | (P3 & P2 & P1 & P0 & cin);
assign sum[0] = P0 ^ cin;
assign sum[1] = P1 ^ C1;
assign sum[2] = P2 ^ C2;
assign sum[3] = P3 ^ C3;
assign cout = C4;
endmodule
module CLA_4bit_P_G(a, b, cin, sum, P, G);
input [3:0] a;
input [3:0] b;
input cin;
wire [3:0] a;
wire [3:0] b;
wire cin;
output [3:0] sum;
output P, G;
wire [3:0] sum;
wire P, G;
wire P0, P1, P2, P3;
wire G0, G1, G2, G3;
wire C1, C2, C3;
assign P0 = a[0] ^ b[0];
assign P1 = a[1] ^ b[1];
assign P2 = a[2] ^ b[2];
assign P3 = a[3] ^ b[3];
assign G0 = a[0] & b[0];
assign G1 = a[1] & b[1];
assign G2 = a[2] & b[2];
assign G3 = a[3] & b[3];
assign C1 = G0 | (P0 & cin);
assign C2 = G1 | (P1 & G0) | (P1 & P0 & cin);
assign C3 = G2 | (P2 & G1) | (P2 & P1 & G0) | (P2 & P1 & P0 & cin);
assign G = G3 | (P3 & G2) | (P3 & P2 & G1) | (P3 & P2 & P1 & G0) | (P3 & P2 & P1 & P0 & cin);
assign P = P0 & P1 & P2 & P3;
assign sum[0] = P0 ^ cin;
assign sum[1] = P1 ^ C1;
assign sum[2] = P2 ^ C2;
assign sum[3] = P3 ^ C3;
endmodule
module lookahead_carry_unit_16_bit(P0, G0, P1, G1, P2, G2, P3, G3, cin, C4, C8, C12, C16, GF, PF);
input P0, G0, P1, G1, P2, G2, P3, G3, cin;
wire P0, G0, P1, G1, P2, G2, P3, G3, cin;
output C4, C8, C12, C16, GF, PF;
wire C4, C8, C12, C16, GF, PF;
assign PF = P0 & P1 & P2 & P3;
assign C4 = G0 | (P0 & cin);
assign C8 = G1 | (P1 & G0) | (P1 & P0 & cin);
assign C12 = G2 | (P2 & G1) | (P2 & P1 & G0) | (P2 & P1 & P0 & cin);
assign C16 = G3 | (P3 & G2) | (P3 & P2 & G1) | (P3 & P2 & P1 & G0) | (P3 & P2 & P1 & P0 & cin);
assign GF = G3 | (P3 & G2) | (P3 & P2 & G1) | (P3 & P2 & P1 & G0);
endmodule
module CLA_16bit(a, b, cin, sum, cout, Pout, Gout);
input [15:0] a;
input [15:0] b;
input cin;
wire [15:0] a;
wire [15:0] b;
wire cin;
output [15:0] sum;
output cout, Pout, Gout;
wire [15:0] sum;
wire cout, Pout, Gout;
wire C4, C8, C12, C16;
wire P0, G0, P1, G1, P2, G2, P3, G3;
CLA_4bit_P_G a0(.a(a[3:0]), .b(b[3:0]), .cin(cin), .sum(sum[3:0]), .P(P0), .G(G0));
CLA_4bit_P_G a1(.a(a[7:4]), .b(b[7:4]), .cin(C4), .sum(sum[7:4]), .P(P1), .G(G1));
CLA_4bit_P_G a2(.a(a[11:8]), .b(b[11:8]), .cin(C8), .sum(sum[11:8]), .P(P2), .G(G2));
CLA_4bit_P_G a3(.a(a[15:12]), .b(b[15:12]), .cin(C12), .sum(sum[15:12]), .P(P3), .G(G3));
lookahead_carry_unit_16_bit unit(.P0(P0), .G0(G0), .P1(P1), .G1(G1), .P2(P2), .G2(G2), .P3(P3), .G3(G3), .cin(cin), .C4(C4), .C8(C8), .C12(C12), .C16(C16), .GF(Gout), .PF(Pout));
assign cout = C16;
endmodule
module CLA_32bit(a, b, cin, sum, cout, Pout, Gout);
input [31:0] a;
input [31:0] b;
input cin;
wire [31:0] a;
wire [31:0] b;
wire cin;
output [31:0] sum;
output cout, Pout, Gout;
wire [31:0] sum;
wire cout, Pout, Gout;
wire tC16, tC32;
wire C16, C32;
wire P0, G0;
wire P1, G1;
CLA_16bit a0(.a(a[15:0]), .b(b[15:0]), .cin(cin), .sum(sum[15:0]), .cout(tC16), .Pout(P0), .Gout(G0));
CLA_16bit a1(.a(a[31:16]), .b(b[31:16]), .cin(C16), .sum(sum[31:16]), .cout(tC32), .Pout(P1), .Gout(G1));
lookahead_carry_unit_32_bit unit(.P0(P0), .G0(G0), .P1(P1), .G1(G1), .cin(cin), .C16(C16), .C32(C32), .GF(Gout), .PF(Pout));
assign cout = C32;
endmodule
module lookahead_carry_unit_32_bit (P0, G0, P1, G1, cin, C16, C32, GF, PF);
input P0, G0, P1, G1, cin;
wire P0, G0, P1, G1, cin;
output C16, C32, GF, PF;
wire C16, C32, GF, PF;
assign PF = P0 & P1;
assign C16 = G0 | (P0 & cin);
assign C32 = G1 | (P1 & G0) | (P1 & P0 & cin);
assign GF = G1 | (P1 & G0);
endmodule
==> run.sh <==
#!/bin/bash
# OpenROAD 26Q1-2900-gdf79404cd8, Yosys 0.63+post, stock flow scripts
make -C /OpenROAD-flow-scripts/flow DESIGN_CONFIG=/design/flow/config.mk WORK_HOME=/design/flow/orfs finish
==> config.mk <==
export PLATFORM = sky130hd
export DESIGN_NAME = CLA_32bit
export DESIGN_NICKNAME = CLA_32bit
export VERILOG_FILES = /design/flow/design.v
export SDC_FILE = /design/flow/constraint.sdc
export NUM_CORES = 4
export LEC_CHECK = 1
export CORE_UTILIZATION = 30
==> constraint.sdc <==
current_design CLA_32bit

set clk_period 14.4
set clk_io_pct 0.2

create_clock -name clk0 -period $clk_period

set non_clock_inputs [all_inputs -no_clocks]
set_input_delay [expr $clk_period * $clk_io_pct] -clock clk0 $non_clock_inputs
set_output_delay [expr $clk_period * $clk_io_pct] -clock clk0 [all_outputs]
==> out/summary.log <==
[status] outcome completed
[floorplanning] Cell Rows 25
[detailed_routing] count of antenna diodes in the layout 0
[detailed_routing] total vias in the final route 1660
[global_route] pin count of the biggest net entering global routing 8
[layout] proportion of layout cells with a drive suffix above 1 0.0375
[setup_path] worst path buffer plus inverter count 3
[global_route] GR Util All Layers 0.148
[synthesis] sequential share of the synthesized area 0
[global_route] peak-usage layer in the global routing report met2
[placement] placed instance count 360
[flow_run] tool warnings 32
[pwr] LEAKAGE 1.19 nW
[global_route] global route total overflow 0
[placement] post-placement setup slack 5.94 ns
[detailed_routing] total length of routed wires 3.81 mm
[detailed_routing] wire length per cell 10.6 microns
[global_route] number of global-route vias before repair 1535
[global_route] first-pass GRT wire length 6.40 mm
[detailed_routing] DRC viols 0
[sta] final max-slew violation count 0
[sta] share of the cycle needed by the critical path after routing 0.586
[global_route] met2 global-route usage 0.239
[floorplanning] Chip Width 73.0 microns
[sta] RSZ-0062 raised after global routing false
[pwr] peak supply drop 20.8 uV
[layout] area added between synthesis and finish 71.7%
[setup_path] sequence of cells on the critical path clkdlybuf4s50_1, ha_1, a21oi_1, o22ai_1, o21bai_2, nand3b_4, a21boi_0, fa_1, inv_1, clkdlybuf4s50_1
[setup_path] data arrival time of the critical path 5.56 ns
[synthesis] Yosys top cell by area ha_1
[detailed_routing] violation tally from detailed-route iteration zero 33
[synthesis] number of instances in the synthesized netlist 193
[global_route] number of antenna violations at the first check in global routing 0
[placement] hpwl dp 3.45 mm
[placement] Port Buffer Count 100
[placement] placer congestion estimate 0.784
[layout] post-route cell area 0.00260 sq mm
[global_route] grt met3 use 0.0308
[synthesis] main area contributors after synthesis ha_1, fa_1, xnor2_1
[setup_path] Top cell by count, worst path clkdlybuf4s50_1
[global_route] GR Layer Usage met1 0.218
[synthesis] average cell area after synthesis 7.84 sq um
[synthesis] post-synthesis cell type count 39
[setup_path] delay of the slowest cell on the worst path 0.46 ns
[placement] post-placement cell area 0.00260 sq mm
[pwr] power density of the placed cells 44.4 mW/mm^2
[sta] Final WS setup 5.96 ns
[clocking] buffers inserted during post-CTS setup optimization 0
[sta] final-report hold violation count 0
[synthesis] cell count in the Yosys report 193
[floorplanning] number of ports placed on the die boundary 100
[floorplanning] Init Core Util 0.316
[synthesis] synthesized cell area 0.00151 sq mm
[setup_path] CP Class in2out
[setup_path] element type at the critical path start input pin
[setup_path] critical path capture point type primary output
[synthesis] total number of yosys warnings 0
[sta] relative max-transition margin 0.738
[layout] Seq Cell Count 0
[worst_hold_path] path class of the lowest-slack min-delay path in2out
[floorplanning] overall die area 0.00533 sq mm
[layout] non-filler cells in the finished layout 360
[clocking] post_cts resized 0
[detailed_routing] post-route ant nets 0
[synthesis] share of Yosys cell area claimed by the top area cell type 0.264
[setup_path] Slowest cell on crit path clkdlybuf4s50_1
[sta] slew at the pin closest to its max-slew limit 0.388 ns
[flow_run] number of max-cap violations 0
[layout] clock tree buffer count of the final layout 0
[pwr] total power draw 115 uW
[setup_path] Worst Path Max Fanout 7
[synthesis] Yosys Chip Area 0.00151 sq mm
[sta] minimum clock period after layout 8.44 ns
[setup_path] Worst path top cell family by delay buffers and inverters
[detailed_routing] 1st-pass router iterations 4
[layout] area occupied by registers 0 sq um
[setup_path] required time of the critical path 11.52 ns
[sta] setup violators final 0
[floorplanning] placeable core area 0.00479 sq mm
[detailed_routing] routed via count divided by cell count 4.61
[clocking] Post-CTS Hold Fix Bufs 0
[sta] sum of negative setup slack 0 ns
[sta] maximum clock frequency 0.119 GHz
[floorplanning] Die Y-Extent 73.0 microns
==> power by group <==
part | internal [mW] | total (mW) | switching, mW
combinational | 0.0764 | 0.115 | 0.0389
clock | 0 | 0 | 0
sequential | 0 | 0 | 0
==> path summary, 6_finish.rpt <==
kind,start,slack [ns],cells after the start,end
min,a[16],6.84,5,sum[16]
max,a[0],5.96,10,sum[24]
==> cell type report <==
cell class	count	area, sq um
fill	497	2190
inverter	29	109
multi-input combinational	164	1410
tap	67	83.8
timing repair buffer	100	1000
==> per-stage QoR <==
stage	utilization	hold WS, ns
detailed placement	0.543	6.85
CTS	0.543	6.85
global placement	0.543	6.84
floorplan	-	5.95
global route	0.543	6.90
finish	0.543	6.84
==> kinds of logic after synthesis <==
logic type,count (synthesis),synth area share
xor+xnor,24,0.139
simple gates,43,0.164
compound gates,57,0.255
fa+ha+maj,40,0.370
buf+inv,29,0.0719
==> cells in the final DEF, fill, tap and decap left out, types with 5 or more instances in the layout <==
cell type,instances
clkdlybuf4s50_1,100
ha_1,32
inv_1,29
a21oi_1,20
xnor2_1,16
nor2_1,10
xor2_1,8
fa_1,8
nand2_1,7
a21o_1,7
o21ai_1,6
o21ai_0,5
==> synth_stat cells, drive strengths merged, types with 2 or more instances <==
cell type,n
xor2,8
nand2b,2
o21bai,2
fa,8
ha,32
o21ai,12
nor2b,4
a21oi,22
a31oi,2
inv,29
nand3,4
and2,3
o21a,2
and3,2
nor3,2
nand4,2
nor2,10
and4,3
nand2,7
a21boi,2
xnor2,16
a21o,7
==> worst min-delay path: cells and delay by family <==
kind / cells / cell delay, ns
buffers and inverters: 4 / 0.92
adders and majority gates: 1 / 0.16
==> layer usage <==
metal	wire length [microns]	vias to the layer above
met3	329	0
met4	0	0
li1	-	882
met5	0	-
met2	1690	51
met1	1800	727
Power is estimated from default activity; no workload was simulated.
